### ./constraint.sdc
current_design counter

set clk_period 1.3
set clk_io_pct 0.2

create_clock -name clk0 -period $clk_period [get_ports {clk}]

set non_clock_inputs [all_inputs -no_clocks]
set_input_delay [expr $clk_period * $clk_io_pct] -clock clk0 $non_clock_inputs
set_output_delay [expr $clk_period * $clk_io_pct] -clock clk0 [all_outputs]
### ./config.mk
export PLATFORM = sky130hd
export DESIGN_NAME = counter
export DESIGN_NICKNAME = counter
export VERILOG_FILES = /design/flow/design.v
export SDC_FILE = /design/flow/constraint.sdc
export NUM_CORES = 4
export LEC_CHECK = 1
export CORE_AREA = 10 10 70 70
export DIE_AREA = 0 0 80 80
### ./run.sh
#!/bin/bash
# OpenROAD 26Q1-2900-gdf79404cd8, Yosys 0.63+post, stock flow scripts
make -C /OpenROAD-flow-scripts/flow DESIGN_CONFIG=/design/flow/config.mk WORK_HOME=/design/flow/orfs finish
### ./design.v
module counter #(parameter N = 8)
                (input  logic clk,
                 input  logic reset,
                 output logic [N-1:0] q);
  always_ff @(posedge clk, posedge reset)
    if (reset) q <= 0;
    else       q <= q + 1;
endmodule
==> metrics.log <==
[report] implementation figures
[metrics] result of the run: finished clean
[metrics] number of placement rows: 21
[metrics] final cell count without fillers: 91
[metrics] worst r2r path cells: 4
[metrics] post-route minimum period: 1.15 ns
[metrics] max reg flops: 8
[metrics] Placer Congestion: 0.670
[metrics] placed cells: 81
[metrics] critical path, cell by cell: dlygate4sd2_1
[metrics] measured slew at the worst slew-check pin: 0.301 ns
[metrics] total wire length: 796 um
[metrics] worst reg-to-reg setup slack: 0.24 ns
[metrics] area of the synthesized netlist per yosys stat: 320 um2
[metrics] synth-to-layout area growth: 68.7%
[metrics] total cells reported by yosys after synthesis: 25
[metrics] family with the most delay on the worst path: flip-flops
[metrics] buffer depth of the longest clock path: 2
[metrics] peak supply drop: 0.186 mV
[metrics] vias in the first global route: 301
[metrics] count of input and output buffers: 9
[metrics] Cell Area, Placed: 475 um2
[metrics] area of all placed cells without fillers: 541 um2
[metrics] critical path class: flip-flop to output port
[metrics] share of synthesized registers carrying an async set or reset: 100%
[metrics] portion of the post-synthesis area used by sequential elements: 62.5%
[metrics] final total negative setup slack: 0 ns
[metrics] number of max-capacitance violations reported: 0
[metrics] EDFF count, synth: 0
[metrics] cell with the biggest individual delay on the critical path: sky130_fd_sc_hd__dfrtp_1
[metrics] diodes inserted: 0
[metrics] layer with the highest usage: met2
[metrics] final number of max-transition violations: 0
[metrics] Critical Path Start Type: flip-flop
[metrics] DRC marker count from the first detailed-route iteration: 12
[metrics] worst path buffer plus inverter count: 1
[metrics] Cell variety after synth: 11
[metrics] element type at the critical path end: output port
[metrics] floorplan core density: 9.38%
[metrics] setup repair after global routing missed its margin: no
[metrics] area of the mapped netlist: 320 um2
[metrics] count of tool warnings: 25
[metrics] synth warn: 1
[metrics] library cell with the highest instance count after synthesis: sky130_fd_sc_hd__dfrtp_1
[metrics] Commonest cells post-synth: 8 x sky130_fd_sc_hd__dfrtp_1, 3 x sky130_fd_sc_hd__xnor2_1, 3 x sky130_fd_sc_hd__xor2_1
[metrics] leakage power total: 0.268 nW
[metrics] Root Buffer: sky130_fd_sc_hd__clkbuf_4
[metrics] Synth Register Bits: 8
[metrics] clock net sink count: 8
[metrics] synthesized instance count: 25
[metrics] global-route wire length before repair: 1.49 mm
[metrics] Avg Synthesized Cell Area: 12.8 um2
[metrics] detail-routed net length per standard cell: 8.75 um
[metrics] # fillers: 383
[metrics] startpoint of the worst register-to-register path: q[2]
[metrics] Layout Skew: 0.0000856 ns
[metrics] share of cells above drive strength 1: 28.9%
[metrics] Highest Clock Rate: 0.873 GHz
[metrics] Post-DP HPWL: 587 um
[metrics] Core Box Area: 3420 um2
[metrics] largest net degree at the start of global routing: 9
[metrics] post-route ant nets: 0
[metrics] largest incremental delay on the critical path: 0.39 ns
[metrics] main flop type after synthesis: sky130_fd_sc_hd__dfrtp_1
[metrics] M1 GR Usage: 3.52%
[metrics] largest area contributor in the netlist: sky130_fd_sc_hd__dfrtp_1
[metrics] TritonCTS Buffers: 3
[metrics] power per cell area: 807 nW/um2
[metrics] clk slew on worst S/H paths: 0.05 ns
[metrics] Remaining Overflow, GRT: 0
[metrics] overall chip area: 6400 um2
[metrics] path class of the lowest-slack min-delay path: input pin to asynchronous set/reset pin
[metrics] worst-path fanout max: 2
[metrics] final worst-path cycle share: 88.1%
[metrics] Most flops, register: q
[metrics] fraction of met3 tracks used by global routing: 2.84%
[metrics] H-tree level count: 1
[metrics] number of hold violations in the final report: 0
[metrics] total track usage: 3.05%
[metrics] chip width: 80 um
[metrics] RR Endpoint: q[7]
[metrics] Die Y-Extent: 80 um
[metrics] data required time of the critical path: 1.04 ns
[metrics] Top cells by area: sky130_fd_sc_hd__dfrtp_1 63%, sky130_fd_sc_hd__xnor2_1 8.2%, sky130_fd_sc_hd__xor2_1 8.2%
[metrics] top flop regs: q x8
[metrics] final number of setup-violating endpoints: 0
[metrics] initial antenna violation count: 0
[metrics] Latency at later pin: 0.24 ns
[metrics] detailed-route vias per instance: 2.77
[metrics] # DRC: 0
[metrics] met2 track demand over resource: 4.09%
[metrics] number of search-and-repair iterations in the first detailed-routing pass: 4
[metrics] Max-area cell share: 62.5%
[metrics] CP arrival: 0.89 ns
[metrics] DR vias: 252
[metrics] TritonCTS clock tree: built
[metrics] I/O pin count: 10
[metrics] normalized max-slew margin: 79.9%
[per-stage QoR]
stage,power [W],setup WS [ns],util (%),hold WS [ns]
finish,0.000436,0.154,15.8,0.258
global route,0.000462,0.0833,15.8,0.292
CTS,0.000452,0.133,15.8,0.257
detailed placement,0.000262,0.119,13.9,0.459
global placement,0.000261,0.108,13.9,0.458
floorplan,0.000257,0.394,-,0.0757
[metal layers]
metal | up-vias | wire (um)
met5 | - | 0
met4 | 0 | 8
met3 | 2 | 112
met2 | 7 | 329
met1 | 119 | 346
li1 | 124 | -
[power breakdown]
| group | internal [W] | switching (W) |
|---|---|---|
| Combinational | 0.00000280 | 0.00000486 |
| Sequential | 0.000249 | 0 |
| Clock | 0.000105 | 0.0000742 |
| Total | 0.000357 | 0.0000791 |
[cell type report]
class	instances	area (um2)	area share (%)
clock buffers	3	22.5	4.17
multi-input cells	15	113	20.8
inverters	2	7.51	1.39
flip-flops and latches	8	200	37.0
repair buffers	17	140	25.9
well taps	46	57.6	10.6
[timing repair]
action                     4_1_cts  5_1_grt
buffers inserted                 7        0
setup endpoints to repair        8        0
hold endpoints to repair         0        0
gates resized                    8        0
hold buffers                     0        0
[layout by cell type (no fill, tap or decap)]
| cell type | count |
|---|---|
| sky130_fd_sc_hd__nand3_2 | 1 |
| sky130_fd_sc_hd__ha_1 | 1 |
| sky130_fd_sc_hd__nor2_1 | 1 |
| sky130_fd_sc_hd__xnor2_1 | 3 |
| sky130_fd_sc_hd__nor3_2 | 1 |
| sky130_fd_sc_hd__clkdlybuf4s50_1 | 1 |
| sky130_fd_sc_hd__xor2_1 | 3 |
| sky130_fd_sc_hd__inv_1 | 2 |
| sky130_fd_sc_hd__buf_4 | 8 |
| sky130_fd_sc_hd__clkbuf_4 | 3 |
| sky130_fd_sc_hd__nand3_1 | 2 |
| sky130_fd_sc_hd__dfrtp_1 | 8 |
| sky130_fd_sc_hd__dlygate4sd2_1 | 8 |
| sky130_fd_sc_hd__nand2_1 | 2 |
| sky130_fd_sc_hd__and3_1 | 1 |
[worst max-delay path by stage]
stage | start | to | depth (start not counted)
after CTS | q[3] | q[3] | 1
after global routing | q[3] | q[3] | 1
final | q[3] | q[3] | 1
[kinds of logic (layout without fill, tap and decap cells)]
group	Yosys count	after routing	synth area share (%)
flops	8	8	62.5
buf+inv	2	22	2.34
xor+xnor	6	6	16.4
simple gates	8	8	14.8
fa+ha+maj	1	1	3.91
Power and IR drop assume default switching activity.
