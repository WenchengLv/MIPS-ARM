==> design/flow/design.v <==
module ram #(parameter N = 6, M = 32)
            (input  logic         clk,
             input  logic         we,
        	  input  logic [N-1:0] adr,
	     	  input  logic [M-1:0] din,
	 	  output logic [M-1:0] dout);
  logic [M-1:0] mem[2**N-1:0];
  always_ff @(posedge clk)
    if (we) mem[adr] <= din;
  assign dout = mem[adr];
endmodule
==> design/flow/run.sh <==
#!/bin/bash
# OpenROAD 26Q1-2900-gdf79404cd8, Yosys 0.63+post, stock flow scripts
make -C /OpenROAD-flow-scripts/flow DESIGN_CONFIG=/design/flow/config.mk WORK_HOME=/design/flow/orfs finish
==> design/flow/config.mk <==
export PLATFORM = sky130hd
export DESIGN_NAME = ram
export DESIGN_NICKNAME = ram
export VERILOG_FILES = /design/flow/design.v
export SDC_FILE = /design/flow/constraint.sdc
export NUM_CORES = 4
export LEC_CHECK = 1
export CORE_UTILIZATION = 40
==> design/flow/constraint.sdc <==
current_design ram

set clk_period 40.2
set clk_io_pct 0.2

create_clock -name clk0 -period $clk_period [get_ports {clk}]

set non_clock_inputs [all_inputs -no_clocks]
set_input_delay [expr $clk_period * $clk_io_pct] -clock clk0 $non_clock_inputs
set_output_delay [expr $clk_period * $clk_io_pct] -clock clk0 [all_outputs]
==> flow_metrics.py <==
# Flow results
metrics = {
    "global_routing": {
        "gr-usage-met1_pct": 29.55,
        "grt_pass1_wl_microns": 314800,
        "met3_usage_pct": 18.42,
        "antenna_found_initial": 5,
        "grt.overflow.total": 0,
        "grt_pass1_vias": 44600,
        "top_usage_layer": "met2",
        "grt_util_met2_pct": 34.50,
        "grt_max_degree": 97,
        "track_usage_pct": 24.33,
    },
    "yosys": {
        "ys_warn_count": 1,
        "synthFlopType": "edfxtp_1",
        "ys_seq_share_pct": 78.56,
        "synthTopCellsByCount": "edfxtp_1 (2048), mux2i_1 (259), a22oi_1 (188), a221oi_1 (175), clkbuf_1 (168)",
        "ys_types": 55,
        "syn_inst": 4207,
        "topCellsByArea": "edfxtp_1 (79%), mux2i_1 (3.3%), mux4_2 (2.8%)",
        "largest_area_cell": "edfxtp_1",
        "syn-mean-instance-area_sq_um": 18.61,
        "syn_area_sq_mm": 0.07829,
        "async_flop_share_pct": 0,
        "yosys_area_sq_mm": 0.07829,
        "edf_count": 2048,
        "ys_cells": 4207,
        "numSynthFlops": 2048,
        "yosys.area.top_type_share_pct": 78.56,
        "top_cell": "edfxtp_1",
    },
    "placed_design": {
        "dp.cells": 6715,
        "hpwlAfterDp_microns": 121800,
        "portBuffers": 71,
        "gp_congestion": 0.8941,
    },
    "clock_network": {
        "clockRootBuffer": "clkbuf_16",
        "max-clock-path-buffers": 3,
        "cts_made_buffers": 202,
        "cts.reportedPaths.clkPinSlew_ns": 0.06,
        "cts_setup_buffers": 0,
        "hold_buffers": 0,
        "cts_htree_levels": 4,
        "clock_sinks": 2048,
        "cts_resized": 0,
        "cts_tree": "yes",
    },
    "setup_path": {
        "end_kind": "primary output",
        "crit_fanout": 80,
        "worst-endpoint-required_ns": 32.16,
        "crit_path_start": "adr[2]",
        "crit_type": "in2out",
        "cp.arrival_ns": 13.30,
        "cp-start-kind": "input pin",
        "critPathCapture": "dout[0]",
    },
    "hold_path": {
        "hp-class": "in2reg",
        "holdPathStages": 1,
    },
    "routing": {
        "finalWirelength_microns": 219300,
        "vias": 42130,
        "post-route-drc-count": 0,
        "vias_per_cell": 5.947,
        "wire_per_inst_microns": 30.96,
        "drt_iter0_drc": 3168,
        "ant_nets": 0,
        "drtPass1Iterations": 6,
    },
    "die": {
        "die_area_sq_mm": 0.1975,
        "fp_util_pct": 40.23,
        "rows": 162,
        "die_h_microns": 444.4,
        "die_x_microns": 444.4,
        "pin_count": 72,
        "core_region_area_sq_mm": 0.1946,
    },
    "run": {
        "warning_count": 26,
        "cap_viol_max_count": 0,
    },
    "final_layout": {
        "syn_to_final_growth_pct": 13.67,
        "reg.largest.list": "mem (2048)",
        "regMostFlops": "mem",
        "largest_register_ffs": 2048,
        "drive_gt1_share_pct": 18.08,
        "final_cells": 7084,
    },
    "outcome": {
        "status": "complete, no violations",
    },
    "final_timing": {
        "drv_slew": 0,
        "finalCriticalPeriod_ns": 21.34,
        "rsz0062_at_grt": "no",
        "fin_setup_tns_ns": 0,
        "hold_viol_final": 0,
        "max_slew_margin_pct": 18.69,
        "fmax_ghz": 0.04685,
        "worstMarginPinSlew_ns": 1.189,
        "fin_crit_sh_pct": 53.09,
        "finalSetupViolCount": 0,
    },
    "pwr": {
        "ir_drop_mv": 0.04617,
        "p_leak_uw": 0.02825,
        "p_per_area_mw_per_mm2": 49.12,
    },
}
==> where the power goes <==
part	leakage [uW]	switching (uW)	total (uW)	internal [uW]
clock network	0.00299	784	1770	982
registers	0.0184	2.94	2370	2360
logic	0.00683	163	238	74.9
==> placed cells by master (no fill, tap or decap), types with 7 or more instances in the layout <==
master | Yosys | layout
a22o_1 | 66 | 66
mux4_2 | 96 | 96
clkdlybuf4s50_1 | 0 | 36
and3_1 | 85 | 85
edfxtp_1 | 2048 | 2048
bufinv_16 | 0 | 7
buf_4 | 8 | 188
a21oi_1 | 121 | 121
mux2_2 | 147 | 147
clkinv_1 | 0 | 60
mux2i_1 | 259 | 259
clkbuf_1 | 168 | 51
o21ai_0 | 84 | 84
o22ai_1 | 93 | 93
nor2_4 | 0 | 67
buf_2 | 83 | 32
nand3_1 | 54 | 53
a22oi_1 | 188 | 188
nor2_1 | 145 | 77
a31oi_1 | 43 | 43
a221oi_1 | 175 | 175
nand2_1 | 28 | 27
nor3_1 | 22 | 19
or4b_1 | 14 | 14
or4_1 | 15 | 15
o22a_1 | 70 | 70
a222oi_1 | 16 | 16
a211oi_1 | 17 | 17
nor4_1 | 14 | 14
o2bb2ai_1 | 15 | 15
clkbuf_16 | 0 | 206
a221o_1 | 15 | 15
nand2b_1 | 18 | 15
clkinv_2 | 0 | 29
==> cell families after synthesis <==
group / synth area share, %
buf+inv: 1.696
simple gates: 2.829
mux: 8.188
flops: 78.56
compound gates: 8.733
==> worst min-delay path by stage <==
| stage | startpoint | endpoint | slack (ns) |
|---|---|---|---|
| 5_1_grt | din[28] | mem[28][28] | 7.56 |
| 6_report | din[28] | mem[28][28] | 7.59 |
| 4_1_cts | din[28] | mem[28][28] | 7.54 |
==> critical path: stages <==
cell	delay, ns
buf_8	0.29
buf_4	0.62
buf_4	0.68
buf_12	0.39
buf_4	0.42
mux4_2	0.36
nand3_1	0.09
o311ai_0	0.17
a2111oi_0	1.06
nand4_1	0.50
clkdlybuf4s50_1	0.54
==> per-layer routing <==
metal / vias up / share of wire (%)
met2: 2780 / 45
met4: 24 / 3.8
li1: 17910 / -
met1: 20960 / 33
met3: 450 / 17
met5: - / 0.35
==> stage by stage <==
stage               area, sq um  util, %  hold slack (ns)  power, uW  setup slack, ns
global route              88990    45.73            7.563       4490            18.70
CTS                       88990    45.73            7.538       4397            19.02
detailed placement        82850    42.58            8.443       2650            19.02
global placement          82850    42.58            8.440       2649            19.00
finish                    88990    45.73            7.587       4371            18.86
floorplan                 78290        -            8.139       2527            22.01
==> final cells by class <==
| cell class | instances | area (sq um) |
|---|---|---|
| sequential | 2048 | 61500 |
| multi-input combinational | 1859 | 16080 |
| inverter | 2 | 15.01 |
| clock buffer | 257 | 5346 |
| tap | 2542 | 3181 |
| antenna | 1 | 2.502 |
| fill | 16110 | 105600 |
| timing repair buffer | 264 | 2077 |
| clock inverter | 111 | 790.8 |
No activity file was given, so power comes from the tool's default toggle rates.
