### /design/flow/design.v
module gates(input  logic [3:0] a, b,
             output logic [3:0] y1, y2, 
                                y3, y4, y5);
   assign y1 = a & b;     
   assign y2 = a | b;     
   assign y3 = a ^ b;     
   assign y4 = ~(a & b);  
   assign y5 = ~(a | b);  
endmodule
### /design/flow/run.sh
#!/bin/bash
# OpenROAD 26Q1-2900-gdf79404cd8, Yosys 0.63+post, stock flow scripts
make -C /OpenROAD-flow-scripts/flow DESIGN_CONFIG=/design/flow/config.mk WORK_HOME=/design/flow/orfs finish
### /design/flow/config.mk
export PLATFORM = sky130hd
export DESIGN_NAME = gates
export DESIGN_NICKNAME = gates
export VERILOG_FILES = /design/flow/design.v
export SDC_FILE = /design/flow/constraint.sdc
export NUM_CORES = 4
export LEC_CHECK = 1
export CORE_AREA = 10 10 70 70
export DIE_AREA = 0 0 80 80
### /design/flow/constraint.sdc
current_design gates

set clk_period 1.0
set clk_io_pct 0.2

create_clock -name clk0 -period $clk_period

set non_clock_inputs [all_inputs -no_clocks]
set_input_delay [expr $clk_period * $clk_io_pct] -clock clk0 $non_clock_inputs
set_output_delay [expr $clk_period * $clk_io_pct] -clock clk0 [all_outputs]
==> results.py <==
# Metrics from the implementation run
metrics = {
    "drt": {
        "vias": 320,
        "first_pass_iters": 2,
        "wirelength_met1_um": 331,
        "totalWireLength_um": 911,
        "via_per_inst": 2.69,
        "diodes": 0,
        "met3_length_um": 121,
        "wl_per_cell_um": 7.66,
        "route.detailed.drc": 0,
        "dr.max_layer_used": "met3",
        "wl_met2_um": 458,
        "drtIter0Drc": 2,
        "final_antenna_net_count": 0,
    },
    "floorplanning": {
        "initCoreUtil_pct": 7.62,
        "fp.dieW_um": 80,
        "die_area_um2": 6400,
        "core-area_um2": 3420,
        "die_h_um": 80,
        "ioPinCount": 28,
        "row_count": 21,
    },
    "final_layout": {
        "finalNonFillerCells": 119,
        "nClkBuffers": 0,
        "layout-drive-gt1-share_pct": 64.4,
        "seq_cells": 0,
        "area.growth.synth_to_final_pct": 185,
        "ff_latch_area_um2": 0,
        "postLayoutCoreUtil_pct": 21.7,
    },
    "logic_synthesis": {
        "synth_area_per_cell_um2": 8.13,
        "top_area_cell": "ha_1",
        "yosysWarnings": 0,
        "synth_area_um2": 260,
        "synth-seq-area-share_pct": 0,
        "ys_area_um2": 260,
        "yosys_cells": 32,
        "synth_top_area_share_pct": 76.9,
        "syn-instance-count": 32,
        "yosysUniqueCellTypes": 2,
        "top_cells_by_area": "ha_1, inv_1",
    },
    "sta": {
        "slew_headroom_pct": 95.3,
        "clock.fmax_mhz": 1030,
        "slew_violations": 0,
        "fin_crit_sh_pct": 97.4,
        "hold_viol_final": 0,
        "grt_setup_unrepaired": "no",
        "min_period_ns": 0.974,
        "finalSetupViolations": 0,
        "max_slew.worst_pin.slew_ns": 0.0708,
    },
    "setup_path": {
        "worst-setup-path-type": "input pin to output pin",
        "cp.required_ns": 0.80,
        "critPathMaxFanout": 3,
        "critPathLaunchType": "input pin",
        "cp.arrival_ns": 0.77,
        "critPathCaptureType": "output pin",
    },
    "global_route": {
        "grt_pass1_wl_mm": 1.53,
        "antenna_found_initial": 0,
        "grt_overflow": 0,
        "grtUsageTotal_pct": 2.70,
        "grt_max_degree": 4,
        "grt_pass1_vias": 340,
    },
    "run_status": {
        "status": "complete, no violations",
    },
    "placement": {
        "portBuffers": 28,
        "gp_congestion": 0.689,
        "place_inst": 118,
        "hpwl_um": 823,
    },
    "min_path": {
        "holdPathStages": 4,
        "hp-class": "input pin to output pin",
    },
    "power_and_ir_drop": {
        "vdd_drop_max_v": 0.0000826,
        "p_per_area_nw_per_um2": 274,
        "p_leak_nw": 0.379,
    },
    "flow_run": {
        "maxCapViolCount": 0,
        "openroad.warnings": 44,
    },
    "clocking": {
        "cts_hold_buf": 0,
    },
}
-- area by class of cell --
cell class                      instances  area [um2]
Fill cell                             391        2680
Inverter                               16        60.1
Multi-Input combinational cell         16         263
Tap cell                               46        57.6
Timing Repair Buffer                   41         360
-- what timing repair did --
action / 4_1_cts / 5_1_grt
resized: 101 / 8
endpoints found under the setup margin: 20 / 7
pin swaps: 1 / 0
buffers inserted: 6 / 0
-- layout by cell type, fill, tap and decap left out, drive strengths merged --
cell	synthesis	final
buf	0	26
clkbuf	0	4
clkdlybuf4s15	0	5
dlygate4sd2	0	6
ha	16	16
inv	16	16
-- metrics by stage --
| stage | cell area [um2] | setup WS (ns) | TNS [ns] | total power, mW | hold WS [ns] |
|---|---|---|---|---|---|
| final | 741 | 0.0264 | 0 | 0.203 | 0.751 |
| after global routing | 741 | 0.00207 | 0 | 0.235 | 0.785 |
| after CTS | 746 | 0.00167 | 0 | 0.211 | 0.763 |
| after detailed placement | 688 | -0.709 | -12.88 | 0.211 | 1.47 |
| after global placement | 688 | -0.695 | -12.68 | 0.209 | 1.46 |
| after floorplan | 260 | 0.321 | 0 | 0.0195 | 0.487 |
-- worst paths after layout --
check,startpoint,endpoint,slack (ns)
worst max-delay path,a[2],y5[2],0.03
worst min-delay path,b[0],y3[0],0.75
-- cell families (layout without fill, tap and decap cells) --
kind of cell | count (synthesis) | in the layout | share of synthesized area [%]
buf+inv | 16 | 57 | 23.1
fa+ha+maj | 16 | 16 | 76.9
-- synth_stat cells, drive strengths merged --
master,instances
ha,16
inv,16
-- power breakdown --
| part | total (mW) | switching (mW) | internal [mW] |
|---|---|---|---|
| registers | 0 | 0 | 0 |
| clock network | 0 | 0 | 0 |
| logic | 0.203 | 0.0669 | 0.136 |
| total | 0.203 | 0.0669 | 0.136 |
-- worst max-delay path: stages --
cell	delay, ns
buf_6	0.08
inv_2	0.03
buf_4	0.11
ha_1	0.17
clkdlybuf4s15_1	0.17
-- layer usage --
layer	up-vias	global-route usage (%)
li1	168	-
met1	140	3.43
met2	12	4.33
met3	0	1.25
met4	0	0
met5	-	0
Power and IR drop assume default switching activity.
